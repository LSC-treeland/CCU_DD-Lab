===== /design/flow/design.v =====
module CLA_16bit(a,b,cin,sum);
    input  [15:0] a,b;
    input cin;
    output [15:0] sum;
    wire [15:0] g,p;
    wire [15:1] c;
    wire [3:0] gG,gP;
	gp_generator gp_gen1(a[3:0],b[3:0],g[3:0],p[3:0]); 
	gp_generator gp_gen2(a[7:4],b[7:4],g[7:4],p[7:4]);
	gp_generator gp_gen3(a[11:8],b[11:8],g[11:8],p[11:8]);
	gp_generator gp_gen4(a[15:12],b[15:12],g[15:12],p[15:12]);
    carry_generator c_gen0(g[3:0],p[3:0],cin,c[3:1],gG[0],gP[0]);
	carry_generator c_gen1(g[7:4],p[7:4],c[4],c[7:5],gG[1],gP[1]);
	carry_generator c_gen2(g[11:8],p[11:8],c[8],c[11:9],gG[2],gP[2]);
	carry_generator c_gen3(g[15:12],p[15:12],c[12],c[15:13],gG[3],gP[3]);
	carry_generator c_gen4(gG[3:0],gP[3:0],cin,{c[12],c[8],c[4]},,);
	sum_generator generate_sum(a[15:0],b[15:0],cin,c[15:1],sum[15:0]);    
endmodule
module gp_generator(a,b,g,p);
    input  [3:0] a,b;
    output [3:0] g,p;
    assign g = a & b;    
    assign p = a ^ b;    
endmodule
module carry_generator(g,p,cin,c,gG,gP);
    input [3:0] g,p;
    input cin;
    output gG,gP;
    output [3:1] c;
    assign gG = g[3] | (p[3] & g[2]) | (p[3] & p[2] & g[1]) | (p[3] & p[2] & p[1] & g[0]);
	assign gP = p[3] & p[2] & p[1] & p[0];
    assign c[1] = g[0] | (p[0] & cin);
    assign c[2] = g[1] | (p[1] & g[0]) | (p[1] & p[0] & cin);
    assign c[3] = g[2] | (p[2] & g[1]) | (p[2] & p[1] & g[0]) | (p[2] & p[1] & p[0] & cin);
endmodule
module sum_generator(a,b,cin,c,sum);
    input  [15:0] a,b;
    input cin;
    input  [15:1] c;
    output [15:0] sum;
    assign sum = a ^ b ^ {c,cin};
endmodule

===== /design/flow/run.sh =====
#!/bin/bash
# OpenROAD 26Q1-2900-gdf79404cd8, Yosys 0.63+post, stock flow scripts
make -C /OpenROAD-flow-scripts/flow DESIGN_CONFIG=/design/flow/config.mk WORK_HOME=/design/flow/orfs finish

===== /design/flow/config.mk =====
export PLATFORM = sky130hd
export DESIGN_NAME = CLA_16bit
export DESIGN_NICKNAME = CLA_16bit
export VERILOG_FILES = /design/flow/design.v
export SDC_FILE = /design/flow/constraint.sdc
export NUM_CORES = 4
export LEC_CHECK = 1
export CORE_AREA = 10 10 70 70
export DIE_AREA = 0 0 80 80

===== /design/flow/constraint.sdc =====
current_design CLA_16bit

set clk_period 8.5
set clk_io_pct 0.2

create_clock -name clk0 -period $clk_period

set non_clock_inputs [all_inputs -no_clocks]
set_input_delay [expr $clk_period * $clk_io_pct] -clock clk0 $non_clock_inputs
set_output_delay [expr $clk_period * $clk_io_pct] -clock clk0 [all_outputs]

==> metrics.yaml <==
status: "finished, final reports clean"
dpl.cell_count: 173
ys_cells: 78
post-route-min-period_ns: 6.36
power_uw: 91.4
ff_latch_area_um2: 0
syn_inst: 78
pwr-share-comb_pct: 100.0
worst_pin_slew_ns: 0.240
mi_logic_area_um2: 628
crit_family: "AND-OR/OR-AND gates"
drv_slew: 0
power.density_nw_per_um2: 76.5
arrival_ns: 4.66
hpwl_um: 1860
crit_path_start_kind: "input port"
leakage_nw: 0.500
path_cells: "clkdlybuf4s50_1 -> ha_1 -> a21oi_1 -> nor2b_1 -> a311o_1 -> a21o_1 -> a21oi_1 -> o21ai_0 -> fa_1 -> xor2_1 -> clkdlybuf4s50_1"
rsz0062_at_grt: "no"
slew-limit-headroom_pct: 84.0
synthSimpleGateAreaFrac_pct: 15.3
layout_top_cells: "clkdlybuf4s50_1, ha_1, a21oi_1"
rows: 21
io_pins: 49
drt_iter0_markers: 24
finalNonFillerCells: 173
endpoint_kind: "output pin"
ys_warn_count: 0
cts_resized: 0
detail-route-antenna-nets: 0
die-area_um2: 6400
log.warning_count: 32
post-cts-setup-buffers: 0
port_buffers: 49
clkbuf_count: 0
fp_util_pct: 18.9
crit_type: "in -> out"
grt_pass1_wl_um: 3390
antenna_found_initial: 0
fa_ha_area_share_pct: 41.4
topCellsByArea: "ha_1, fa_1, xnor2_1"
grt_pass1_vias: 728
p_sw_share_pct: 33.4
drtPass1Iterations: 4
yosys_area_um2: 647
antenna_cells: 0
routedWlPerCell_um: 11.7
cts_hold_buf: 0
largest_area_cell: "ha_1"
drive_above_1_share_pct: 2.36
fin_tns_setup_ns: 0
worstPathRequired_ns: 6.80
drv_cap: 0
ff_count: 0
route.detailed.drc: 0
critPathMaxFanout: 4
die_y_um: 80
seq_power_share_pct: 0
topCombFamilyByArea: "adder cells"
syn2layout_area_growth_pct: 84.7
holdCritPathClass: "in -> out"
clockPowerShare_pct: 0
gp_congestion: 0.804
via_per_inst: 4.20
syn-cell-area_um2: 647
vias: 727
cp_slowest_cell: "clkdlybuf4s50_1"
period_used_pct: 74.9
synth_top_area_share_pct: 29.0
overflow: 0
xor_area_share_pct: 16.2
p_int_uw: 60.8
setup.worst_path.start: "a[0]"
fmax_mhz: 157
max_stage_delay_ns: 0.48
postRouteWirelength_um: 2020
die_width_um: 80
syn_avg_cell_area_um2: 8.29
setup_viol: 0
hp-start: "a[15]"
vdd_drop_max_mv: 0.0254
crit_buf_inv: 2
p_sw_uw: 30.5
ys_sh_mux_pct: 0
grt_max_degree: 7
ys_seq_share_pct: 0
aoi_share_pct: 24.2
grt_use_total_pct: 6.24
fillers: 359
core-area_um2: 3420
final_common_cell: "clkdlybuf4s50_1"
ys_types: 27
hold_violations: 0
==> worst min-delay path, stage by stage <==
cell             delay, ns
clkdlybuf4s50_1       0.47
xor2_1                0.07
xnor2_1               0.12
clkdlybuf4s50_1       0.40
==> cell usage after synthesis (all sizes together) (2+ instances only) <==
cell type	number
inv	5
xnor2	6
a21o	3
nor2	5
nor3	4
a21oi	8
ha	15
xor2	6
nand2	4
o21ai	2
fa	4
nor2b	2
==> final timing paths <==
path / to / slack, ns / cells past startpoint
max: sum[9] / 2.14 / 11
min: sum[15] / 4.46 / 4
==> kinds of logic (layout without fill, tap and decap cells) <==
group / Yosys count / after routing
xor+xnor: 12 / 12
compound gates: 22 / 22
fa+ha+maj: 19 / 19
simple gates: 20 / 20
buf+inv: 5 / 54
==> power groups by stage <==
| stage | registers [mW] | clock network [mW] | logic, mW |
|---|---|---|---|
| 4_1_cts | 0 | 0 | 0.0936 |
| 5_1_grt | 0 | 0 | 0.103 |
| 6_report | 0 | 0 | 0.0914 |
==> through the flow <==
step | setup slack [ns] | utilization (%) | instance area, um2 | hold slack [ns]
floorplan | 3.20 | - | 647 | 3.51
global placement | 2.15 | 35.0 | 1190 | 4.47
detailed placement | 2.12 | 35.0 | 1190 | 4.48
CTS | 2.11 | 35.0 | 1190 | 4.48
global route | 1.98 | 35.0 | 1190 | 4.51
finish | 2.14 | 35.0 | 1190 | 4.46
==> layout make-up <==
type / count / share of cell area (%)
multi-input combinational: 73 / 52.6
tap: 46 / 4.82
timing repair buffer: 49 / 41.0
inverter: 5 / 1.57
==> per-layer routing <==
metal / track usage (%) / part of all wire (%)
met3: 2.50 / 15
met1: 8.81 / 49
met2: 9.23 / 37
met4: 0 / 0
met5: 0 / 0
No activity file was given, so power comes from the tool's default toggle rates.
