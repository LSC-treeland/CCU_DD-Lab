==> design.v <==
`timescale 1ns/1ps
module lab(
	CLK, 
	RST,
	en,
	in_a, 
	in_b, 
	Product
);
input 			CLK, RST;
input			en;
input 	[7:0]	in_a;			 
input  	[7:0]	in_b;			 
output	[15:0]  	Product;
reg 		  [7:0] Mplicand;		
reg signed    [16:0]	Product_booth;
reg       	  [2:0] deter ;
reg 		  [2:0]  Counter;
assign Product = Product_booth[16:1];
reg mpy_done;
reg signed [16:0] Product_booth_temp;
reg signed [16:0] Product_booth_shift_temp;
always @(posedge CLK or posedge RST) begin
	if(RST)
		mpy_done <= 1'b1;
	else if(en)
		mpy_done <= 1'b0;
	else if(Counter==3'd4)
		mpy_done <= 1'b1;
	else
		mpy_done <= mpy_done;
end
always @(posedge CLK or posedge RST)
begin
	if (RST)
		Counter <= 3'b0;
	else if (~mpy_done)
		Counter <= Counter + 1'b1;
	else
		Counter <= Counter;
end
always @(posedge CLK or posedge RST)
begin
	if (RST) begin
		Product_booth  <= 17'b0;
		Mplicand <= 8'b0;
	end
	else if (Counter == 3'd0) begin
		Mplicand <= in_a;
		Product_booth <= {8'b0, in_b, 1'b0};	
	end
	else if (Counter <= 3'd4)begin
           if ( mpy_done == 1'b0 ) begin
               Product_booth <= Product_booth_shift_temp;
            end
	end
	else begin
		Product_booth <= Product_booth;
		Mplicand	<= Mplicand;
	end
end
always@(*)begin
    if ( Mplicand <= 127 ) begin 
        case ( Product_booth[2:0] )
            3'b001:begin 
                Product_booth_temp <= (Product_booth + {Mplicand,9'b0}) ; 
                Product_booth_shift_temp <= {1'b0,1'b0,Product_booth_temp[16:2]};
            end
            3'b010:begin 
                Product_booth_temp <= (Product_booth + {Mplicand,9'b0}) ;
                Product_booth_shift_temp <= {1'b0,1'b0,Product_booth_temp[16:2]}; 
            end
            3'b101:begin 
                Product_booth_temp <= (Product_booth - {Mplicand,9'b0}) ;
                Product_booth_shift_temp <= {1'b1,1'b1,Product_booth_temp[16:2]};
            end
            3'b110:begin 
                Product_booth_temp <= (Product_booth - {Mplicand,9'b0});
                Product_booth_shift_temp <= {1'b1,1'b1,Product_booth_temp[16:2]};
            end
            3'b011:begin
                Product_booth_temp <= (Product_booth + {Mplicand,9'b0} +{Mplicand,9'b0}) ;
                Product_booth_shift_temp <= {1'b0,1'b0,Product_booth_temp[16:2]};
            end
            3'b100:begin
                Product_booth_temp <= (Product_booth - {Mplicand,9'b0} -{Mplicand,9'b0} ) ;
                Product_booth_shift_temp <= {1'b1,1'b1,Product_booth_temp[16:2]};
           end
           default:begin
                Product_booth_temp <= Product_booth;
                Product_booth_shift_temp <= {Product_booth_temp[16],Product_booth_temp[16],Product_booth_temp[16:2]};
           end
        endcase
    end
    else begin  
        case ( Product_booth[2:0] )
            3'b001:begin
                Product_booth_temp <= (Product_booth + {Mplicand,9'b0}) ; 
                Product_booth_shift_temp <= {1'b1,1'b1,Product_booth_temp[16:2]};
            end
            3'b010:begin
                Product_booth_temp <= (Product_booth + {Mplicand,9'b0}) ;
                Product_booth_shift_temp <= {1'b1,1'b1,Product_booth_temp[16:2]}; 
            end
            3'b101:begin
                Product_booth_temp <= (Product_booth - {Mplicand,9'b0}) ;
                Product_booth_shift_temp <= {1'b0,1'b0,Product_booth_temp[16:2]};
            end
            3'b110:begin
                Product_booth_temp <= (Product_booth - {Mplicand,9'b0});
                Product_booth_shift_temp <= {1'b0,1'b0,Product_booth_temp[16:2]};
            end
            3'b011:begin
                Product_booth_temp <= (Product_booth + {Mplicand,9'b0} +{Mplicand,9'b0}) ;
                Product_booth_shift_temp <= {1'b1,1'b1,Product_booth_temp[16:2]};
            end
            3'b100:begin
                Product_booth_temp <= (Product_booth - {Mplicand,9'b0} -{Mplicand,9'b0} ) ;
                Product_booth_shift_temp <= {1'b0,1'b0,Product_booth_temp[16:2]};
           end
           default:begin
                Product_booth_temp <= Product_booth;
                Product_booth_shift_temp <= {Product_booth_temp[16],Product_booth_temp[16],Product_booth_temp[16:2]};
           end
        endcase
    end
end
endmodule
==> run.sh <==
#!/bin/bash
# OpenROAD 26Q1-2900-gdf79404cd8, Yosys 0.63+post, stock flow scripts
make -C /OpenROAD-flow-scripts/flow DESIGN_CONFIG=/design/flow/config.mk WORK_HOME=/design/flow/orfs finish
==> config.mk <==
export PLATFORM = sky130hd
export DESIGN_NAME = lab
export DESIGN_NICKNAME = lab
export VERILOG_FILES = /design/flow/design.v
export SDC_FILE = /design/flow/constraint.sdc
export NUM_CORES = 4
export LEC_CHECK = 1
export CORE_UTILIZATION = 30
==> constraint.sdc <==
current_design lab

set clk_period 5.6
set clk_io_pct 0.2

create_clock -name clk0 -period $clk_period [get_ports {CLK}]

set non_clock_inputs [all_inputs -no_clocks]
set_input_delay [expr $clk_period * $clk_io_pct] -clock clk0 $non_clock_inputs
set_output_delay [expr $clk_period * $clk_io_pct] -clock clk0 [all_outputs]
==> ci_impl_report.md <==
### Flow metrics

| Metric | Value |
|---|---|
| Clock transition at the registers of the reported paths | 120 ps |
| Max Fclk | 298 MHz |
| Worst Path Max Fanout | 6 |
| Final Cycle Share | 59.9% |
| Final setup viols | 0 |
| Post-DR vias/cell | 5.30 |
| Core Util at FP | 31.0% |
| Main logic family after synthesis | AND-OR/OR-AND gates |
| Routability cong. | 0.905 |
| Yosys chip area | 2850 sq um |
| CTS Buf Count | 3 |
| Worst path slowest cell | dfrtp_1 |
| Yosys cell count | 337 |
| Gr usage total | 16.0% |
| Antenna-violating nets left | 0 |
| Max-cap check violation count | 0 |
| Reg2Reg Depth | 15 |
| Fin. max-slew vios | 0 |
| Vias in the first global route | 2391 |
| HP Class | flip-flop to flip-flop |
| Slew HR | 51.3% |
| Adder share | 17.3% |
| R2R Setup Slk | 2250 ps |
| Storage cell area | 702 sq um |
| Clock Tree Buf Depth | 2 |
| Total setup buffers inserted after CTS | 0 |
| Grt met3 use | 2.36% |
| Most frequent CP cell | a21oi_1 |
| Ports | 35 |
| Main synth FF type | dfrtp_1 |
| FP Rows | 35 |
| Post-layout min period | 3350 ps |
| WHS Endpoint | Counter[0] |
| H-tree depth | 1 |
| Syn avg cell area | 8.45 sq um |
| CTS Root Cell | clkbuf_8 |
| Hold Crit Start | Counter[0] |
| XOR-XNOR Cells, Area Fraction | 7.69% |
| CTS tree | yes |
| Leading cell types by count after synthesis | ha_1 (29), nand2_1 (29), dfrtp_1 (27), o21ai_0 (25), inv_1 (21) |
| DRC viols | 0 |
| Layout cells sized above 1 | 6.36% |
| Chip area | 9890 sq um |
| Final hold vios | 0 |
| Initial antenna violation count | 0 |
| Syn Inst Count | 337 |
| Clock Skews | 10.5 ps |
| CTS resizes | 0 |
| Met2 GRT Util | 23.9% |
| Seq/Total Area, Yosys | 24.6% |
| R2R Path Start | Product_booth[9] |
| WL final | 7270 um |
| DIE WIDTH | 99.4 um |
| Comb. cell area | 1870 sq um |
| Ant diodes | 0 |
| Worst hold slack | 513 ps |
| Global-route wire length before repair | 12400 um |
| Cell Type Count | 56 |
| Largest net degree at the start of global routing | 29 |
| Syn-to-layout area delta | 13.6% |
| Simple-gate share of the synthesized area | 13.9% |
| TritonCTS Sinks | 28 |
| Hold-fix buffers, CTS | 0 |
| CP peak stage delay | 430 ps |
| CP Class | flip-flop to flip-flop |
| Post-synth ARST share | 100% |
| Die Ht | 99.4 um |
| Vias | 2420 |
| CP endpoint kind | flip-flop |
| Final setup TNS | 0 ps |
| Yosys aoi share | 23.8% |
| Leading area contributor after synthesis | dfrtp_1 |
| Outcome | finished, final reports clean |
| Met1 Use GR | 26.1% |
| Remaining Overflow, GRT | 0 |
| Hold Crit Depth | 1 |
| Mux share | 3.03% |
| Gr busiest metal | met1 |
| Layout fillers | 960 |
| Top Family by Delay on Critical Path | AND-OR/OR-AND gates |
| CORE AREA | 9200 sq um |
| Unrepaired setup endpoints after global routing | false |
| Synth warn | 1 |
| Drt first-iter violations | 150 |
| Reg2reg end | Product_booth[13] |
| Top area cell types | dfrtp_1 (24%), ha_1 (13%), xnor2_1 (5.5%) |
| CP cell instances | inv_1 -> ha_1 -> inv_1 -> fa_1 -> a21o_1 -> a21oi_1 -> o21bai_1 -> a21oi_1 -> xnor2_1 -> ha_1 -> nor3b_1 -> mux2i_1 -> a21oi_1 -> a311oi_1 -> a22oi_1 |
| 1st-pass router iterations | 4 |
| Routed WL per cell | 15.9 um |
| CP arrival | 3530 ps |
| DP HPWL | 5500 um |
| Worst-margin pin slew | 725 ps |
| Mapped Area | 2850 sq um |
| EDFF count, synth | 0 |
| Worst setup SP type | flip-flop |
| Tool warning count | 34 |
| Post-synthesis register bit count | 28 |
| PortBufs | 34 |
| Insertion Delay late pin | 290 ps |
| Top-area cell type share of the netlist area | 23.7% |
| Worst path required time | 5780 ps |
| CP bufs+invs | 2 |
## per-stage QoR
| step | cell area, sq um | utilization [%] | std cells | setup WS (ps) |
|---|---|---|---|---|
| floorplan | 2850 | - | 337 | 2660 |
| global placement | 3160 | 34.4 | 453 | 2320 |
| detailed placement | 3160 | 34.4 | 453 | 2300 |
| CTS | 3240 | 35.2 | 457 | 2250 |
| global route | 3240 | 35.2 | 457 | 1970 |
| finish | 3240 | 35.2 | 457 | 2250 |
## worst max-delay path by stage
stage                 cells after the start           endpoint             start
final                                    15  Product_booth[13]  Product_booth[9]
after global routing                     15  Product_booth[13]  Product_booth[9]
after CTS                                15  Product_booth[13]  Product_booth[9]
## cells by family after synthesis
| family | Yosys count |
|---|---|
| buf+inv | 54 |
| compound gates | 101 |
| xor+xnor | 25 |
| mux | 8 |
| simple gates | 83 |
| flops | 28 |
| fa+ha+maj | 38 |
## cell usage in the layout (no fill, tap or decap), types with 3 or more instances in the layout
master	synthesis	layout
a21o_1	9	9
a21oi_1	19	19
a22oi_1	5	5
a31oi_1	8	8
buf_4	16	4
clkbuf_8	0	3
clkdlybuf4s50_1	0	34
dfrtp_1	27	27
fa_1	4	4
ha_1	29	29
inv_1	21	21
maj3_1	5	5
mux2_2	5	5
mux2i_1	3	3
nand2_1	29	29
nand2b_1	13	13
nand3_1	3	3
nor2_1	18	18
nor2b_1	7	6
nor3_1	5	5
o211ai_1	4	4
o21ai_0	25	25
or3_1	3	3
xnor2_1	18	18
xor2_1	7	7
## worst register-to-register path, cell delays in order (launching register included)
cell and delay, ps:
dfrtp_1 430, inv_1 90, ha_1 200, inv_1 100, fa_1 420, a21o_1 200, a21oi_1 270, o21bai_1 110
a21oi_1 180, xnor2_1 190, ha_1 340, nor3b_1 170, mux2i_1 130, a21oi_1 80, a311oi_1 220, a22oi_1 120
## sequential cells by signal, summed over array words and instances (netlist names)
signal / cells
Product_booth: 16
Counter: 3
mpy_done: 1
Mplicand: 8
## layer usage
metal	vias to the layer above	routed length (um)
met5	-	0
met4	0	43
met3	4	421
met2	64	3190
met1	1151	3620
li1	1201	-
## final cells by class
| type | instances | share of cell area [%] |
|---|---|---|
| well taps | 111 | 4.29 |
| clock buffers | 3 | 1.28 |
| inverters | 21 | 2.44 |
| repair buffers | 38 | 11.4 |
| clock inverters | 1 | 0.928 |
| flip-flops and latches | 28 | 21.7 |
| multi-input cells | 255 | 57.9 |
